--- run.sh ---
#!/bin/bash
# OpenROAD 26Q1-2900-gdf79404cd8, Yosys 0.63+post, stock flow scripts
make -C /OpenROAD-flow-scripts/flow DESIGN_CONFIG=/design/flow/config.mk WORK_HOME=/design/flow/orfs finish
--- design.v ---
module counter2(input en,clk,num,output reg done);
  reg [5:0] count_num;
  always@(posedge clk)begin
    if(en == 0)begin done = 0;count_num = 6'b0;end
    else begin
      if(count_num == num )done =1;
      else count_num = count_num + 1;
    end
  end
endmodule
--- constraint.sdc ---
current_design counter2

set clk_period 1.8
set clk_io_pct 0.2

create_clock -name clk0 -period $clk_period [get_ports {clk}]

set non_clock_inputs [all_inputs -no_clocks]
set_input_delay [expr $clk_period * $clk_io_pct] -clock clk0 $non_clock_inputs
set_output_delay [expr $clk_period * $clk_io_pct] -clock clk0 [all_outputs]
--- config.mk ---
export PLATFORM = sky130hd
export DESIGN_NAME = counter2
export DESIGN_NICKNAME = counter2
export VERILOG_FILES = /design/flow/design.v
export SDC_FILE = /design/flow/constraint.sdc
export NUM_CORES = 4
export LEC_CHECK = 1
export CORE_AREA = 10 10 70 70
export DIE_AREA = 0 0 80 80
==> impl_metrics.json <==
{
  "finalSetupViolations": 0,
  "hold_buffers": 0,
  "top_area_cell": "dfxtp_1",
  "place_hpwl_microns": 370,
  "yosys_warnings": 1,
  "drive_above_1_share_pct": 16.2,
  "syn_area_per_cell_sq_um": 10.0,
  "tns_ns": 0,
  "pin_count": 4,
  "vias": 228,
  "io_buffers": 3,
  "chipWidth_microns": 80,
  "root_buffer": "clkbuf_4",
  "finalHoldViolations": 0,
  "cp_max_fo": 5,
  "worstMarginPinSlew_ns": 0.317,
  "max_cap_violations": 0,
  "most_common_cell": "dfxtp_1",
  "status": "complete, no violations",
  "ys_top_cells_by_area": "dfxtp_1 45%, xor2_1 8.5%, o31ai_4 6.9%, nand3_1 4.8%, nor2_1 4.8%",
  "top_cell_area_share_pct": 45.2,
  "max_freq_ghz": 0.694,
  "viasPerCell": 2.75,
  "htreeDepth": 1,
  "warnings": 25,
  "ys.flops": 7,
  "cts_buffers": 3,
  "cts_sinks": 7,
  "syn-cell-area_sq_um": 310,
  "rows": 21,
  "yosys_area_sq_um": 310,
  "firstDrtPassIters": 4,
  "grtUsageTotal_pct": 1.67,
  "gp_congestion": 0.673,
  "ant_nets": 0,
  "finalCriticalPeriod_ns": 1.44,
  "cts_tree": "built",
  "cts.reportedPaths.clkPinSlew_ns": 0.05,
  "drt_wl_total_microns": 537,
  "fp-utilization_pct": 9.08,
  "fin_hold_ws_ns": 0.466,
  "critical_path_class": "flip-flop to flip-flop",
  "cts_buffer_depth": 2,
  "worstSetupEndpointType": "flip-flop",
  "syn2layout_area_growth_pct": 34.3,
  "maxSlewHeadroom_pct": 78.9,
  "fin_skew_ns": 0.00256,
  "grt_remaining_overflow": 0,
  "synth_top_flop_cell": "dfxtp_1",
  "syn_inst": 31,
  "yosysCellCount": 31,
  "core_sq_um": 3420,
  "drt_iter0_markers": 25,
  "start_kind": "flip-flop",
  "post_cts_buffers": 0,
  "worstHoldPathType": "flip-flop to flip-flop",
  "crit_required_ns": 1.93,
  "chip_area_sq_um": 6400,
  "grt_pass1_vias": 204,
  "cp.arrival_ns": 1.57,
  "grt_pass1_wl_microns": 848,
  "diodes": 0,
  "p_leak_nw": 0.138,
  "synth_cell_type_count": 17,
  "grt_antenna_before_repair": 0,
  "reg2reg_depth": 3,
  "synth_async_sr_flop_share_pct": 0,
  "peakVddDrop_v": 0.0000864,
  "p_per_area_nw_per_um2": 838,
  "slew_viol_final": 0,
  "hold_depth": 1,
  "grt_max_degree": 9,
  "cts.repair.resized": 0,
  "final.period_utilization_pct": 80.0,
  "synth_seq_share_pct": 45.2,
  "common_cells": "7 x dfxtp_1, 4 x nor2_1, 3 x nand3_1, 3 x xor2_1, 2 x o21ai_0",
  "rsz0062_at_grt": "false",
  "edf_count": 0,
  "die_h_microns": 80,
  "clkLatencyLatePin_ns": 0.25,
  "drc_errors": 0,
  "final_area_sq_um": 417,
  "wl_per_cell_microns": 6.47,
  "placed_area_sq_um": 390
}
power by group:
group | internal (mW) | switching, mW
sequential | 0.162 | 0.00683
combinational | 0.0222 | 0.0174
clock | 0.0845 | 0.0558
critical path, stage by stage (launching register included):
cell	delay, ns
dfxtp_1	0.34
or4_4	0.56
o31ai_4	0.34
nor2_1	0.08
cells by family (layout without fill, tap and decap cells):
logic type / after synthesis / count (layout) / share of synthesized area [%]
compound gates: 6 / 6 / 17.7
xor+xnor: 4 / 4 / 11.3
fa+ha+maj: 1 / 1 / 4.03
buf+inv: 2 / 8 / 3.63
flops: 7 / 7 / 45.2
simple gates: 11 / 11 / 18.1
cell usage in the layout, fill, tap and decap left out:
cell / count
dfxtp_1: 7
nor2_1: 4
xor2_1: 3
nand3_1: 3
clkbuf_4: 3
clkdlybuf4s50_1: 3
o21ai_0: 2
inv_1: 1
or4_4: 1
o31ai_4: 1
o311a_2: 1
nand2_1: 1
or3_1: 1
a21oi_1: 1
nor3_1: 1
o21a_1: 1
xnor2_1: 1
ha_1: 1
clkbuf_1: 1
worst paths after layout:
kind                        startpoint                         to  slack (ns)
max          count_num[3]$_SDFFE_PN0P_  count_num[2]$_SDFFE_PN0P_        0.36
min                  done$_SDFFE_PN0N_          done$_SDFFE_PN0N_        0.47
max reg2reg  count_num[3]$_SDFFE_PN0P_  count_num[2]$_SDFFE_PN0P_        0.36
min reg2reg          done$_SDFFE_PN0N_          done$_SDFFE_PN0N_        0.47
state kept, by name, summed over array words and instances (netlist names):
register / flops
count_num: 6
done: 1
stage by stage:
step           instances  utilization (%)  setup WS (ns)  power, mW
6_report              83             12.2          0.360      0.349
2_1_floorplan         31                -          0.466      0.196
3_3_place_gp          79             11.4          0.313      0.211
4_1_cts               83             12.2          0.361      0.358
3_5_place_dp          79             11.4          0.268      0.212
5_1_grt               83             12.2          0.292      0.371
metal layers:
| metal | global-route usage [%] | part of all wire, % | up-vias |
|---|---|---|---|
| met3 | 1.59 | 17 | 0 |
| met1 | 2.15 | 49 | 98 |
| met2 | 1.77 | 34 | 8 |
| met5 | 0 | 0 | - |
| li1 | - | - | 122 |
| met4 | 0.704 | 0 | 0 |
area by class of cell:
class | instances | area, sq um
Fill cell | 397 | 3000
Multi-Input combinational cell | 22 | 159
Sequential cell | 7 | 140
Tap cell | 46 | 57.6
Timing Repair Buffer | 3 | 30.0
Clock buffer | 4 | 26.3
Inverter | 1 | 3.75
No activity file was given, so power comes from the tool's default toggle rates.
